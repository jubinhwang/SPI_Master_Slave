===== ./config.mk =====
export PLATFORM = sky130hd
export DESIGN_NAME = spi_master
export DESIGN_NICKNAME = spi_master
export VERILOG_FILES = /design/flow/design.v
export SDC_FILE = /design/flow/constraint.sdc
export NUM_CORES = 4
export LEC_CHECK = 1
export CORE_AREA = 10 10 104 104
export DIE_AREA = 0 0 114 114

===== ./run.sh =====
#!/bin/bash
# OpenROAD 26Q1-2900-gdf79404cd8, Yosys 0.63+post, stock flow scripts
make -C /OpenROAD-flow-scripts/flow DESIGN_CONFIG=/design/flow/config.mk WORK_HOME=/design/flow/orfs finish

===== ./constraint.sdc =====
current_design spi_master

set clk_period 4.3
set clk_io_pct 0.2

create_clock -name clk0 -period $clk_period [get_ports {clk}]

set non_clock_inputs [all_inputs -no_clocks]
set_input_delay [expr $clk_period * $clk_io_pct] -clock clk0 $non_clock_inputs
set_output_delay [expr $clk_period * $clk_io_pct] -clock clk0 [all_outputs]

===== ./design.v =====
`timescale 1ns / 1ps
module spi_master (
    input  logic       clk,
    input  logic       reset,
    input  logic       start,
    input  logic       cpol,
    input  logic       cpha,
    input  logic [7:0] tx_data,
    output logic [7:0] rx_data,
    output logic       tx_ready,
    output logic       done,
    output logic       sclk,
    output logic       mosi,
    input  logic       miso
);
    typedef enum {
        IDLE,
        CP0,
        CP1,
        CP_DELAY
    } state_t;
    state_t state_reg, state_next;
    logic [7:0] tx_data_reg, tx_data_next;
    logic [7:0] rx_data_reg, rx_data_next;
    logic [5:0] sclk_counter_reg, sclk_counter_next;
    logic [2:0] bit_counter_reg, bit_counter_next;
    logic p_clk;
    logic spi_clk_reg, spi_clk_next;
    assign mosi = tx_data_reg[7];
    assign rx_data = rx_data_reg;
    assign p_clk = ((state_next == CP0) && (cpha ==1)) || 
                   ((state_next == CP1) && (cpha == 0));
    assign spi_clk_next = cpol ? ~p_clk : p_clk;
    assign sclk = spi_clk_reg;
    always_ff @(posedge clk, posedge reset) begin
        if (reset) begin
            state_reg        <= IDLE;
            tx_data_reg      <= 0;
            rx_data_reg      <= 0;
            sclk_counter_reg <= 0;
            bit_counter_reg  <= 0;
            spi_clk_reg      <= 0;
        end else begin
            state_reg        <= state_next;
            tx_data_reg      <= tx_data_next;
            rx_data_reg      <= rx_data_next;
            sclk_counter_reg <= sclk_counter_next;
            bit_counter_reg  <= bit_counter_next;
            spi_clk_reg      <= spi_clk_next;
        end
    end
    always_comb begin
        state_next        = state_reg;
        tx_data_next      = tx_data_reg;
        rx_data_next      = rx_data_reg;
        sclk_counter_next = sclk_counter_reg;
        bit_counter_next  = bit_counter_reg;
        tx_ready          = 1'b0;
        done              = 1'b0;
        case (state_reg)
            IDLE: begin
                done              = 1'b0;
                tx_ready          = 1'b1;
                sclk_counter_next = 0;
                bit_counter_next  = 0;
                if (start) begin
                    state_next   = cpha ? CP_DELAY : CP0;
                    tx_data_next = tx_data;
                end
            end
            CP0: begin
                if (sclk_counter_reg == 49) begin
                    rx_data_next      = {rx_data_reg[6:0], miso};
                    sclk_counter_next = 0;
                    state_next        = CP1;
                end else begin
                    sclk_counter_next = sclk_counter_reg + 1;
                end
            end
            CP1: begin
                if (sclk_counter_reg == 49) begin
                    sclk_counter_next = 0;
                    if (bit_counter_reg == 7) begin
                        bit_counter_next = 0;
                        done             = cpha ? 1'b1 : 1'b0;
                        state_next = cpha ? IDLE : CP_DELAY;
                    end else begin
                        bit_counter_next = bit_counter_reg + 1;
                        tx_data_next     = {tx_data_reg[6:0], 1'b0};
                        state_next       = CP0;
                    end
                end else begin
                    sclk_counter_next = sclk_counter_reg + 1;
                end
            end
            CP_DELAY: begin
                if (sclk_counter_reg == 49) begin
                    sclk_counter_next = 0;
                    done             = cpha ? 1'b0 : 1'b1;
                    state_next = cpha ? CP0 : IDLE;
                end else begin
                    sclk_counter_next = sclk_counter_reg + 1;
                end
            end
        endcase
    end
endmodule

==> flow_metrics.env <==
# flow metrics
export IMPL_cts_tree="yes"
export IMPL_topCellsByArea="dfrtp_1 (47%), mux2_2 (16%), ha_1 (4.0%), o21ai_0 (3.9%), nand2_1 (2.2%)"
export IMPL_die_w_um=114
export IMPL_drive_above_1_share=0.233
export IMPL_maxCapViolations=0
export IMPL_wl_per_cell_um=11.7
export IMPL_drt_iter0_drc=51
export IMPL_fin_worst_skew_ns=0.00814
export IMPL_ys_warn_count=1
export IMPL_io_pins=26
export IMPL_grt_pass1_vias=1077
export IMPL_ys_area_um2=1550
export IMPL_synthMostInstantiatedCell="dfrtp_1"
export IMPL_syn_instance_count=134
export IMPL_cp_arrival_ns=2.57
export IMPL_fin_setup_tns_ns=0
export IMPL_critPathKind="in -> out"
export IMPL_synthFlopType="dfrtp_1"
export IMPL_slew_headroom=0.463
export IMPL_portBuffers=25
export IMPL_worst_path_buf_inv=2
export IMPL_placed_cell_area_um2=1920
export IMPL_power_density_nw_per_um2=267
export IMPL_edf_count=0
export IMPL_numCtsBuffers=5
export IMPL_synth_cell_types=37
export IMPL_top_area_cell="dfrtp_1"
export IMPL_synthMuxAreaShare=0.179
export IMPL_vias_per_cell=3.93
export IMPL_grt_max_degree=31
export IMPL_rows=34
export IMPL_xor_share=0.00564
export IMPL_hold_violations=0
export IMPL_fp_util=0.179
export IMPL_warnings=27
export IMPL_synth_adder_area_share=0.0403
export IMPL_hold_class="reg -> reg"
export IMPL_grt_pass1_wl_um=5410
export IMPL_slowest_stage="clkdlybuf4s50_1"
export IMPL_worstSkewPairLatency_ns=0.29
export IMPL_place_gp_congestion=0.797
export IMPL_core_area_um2=8680
export IMPL_hold_buffers=0
export IMPL_setup_viol=0
export IMPL_end_kind="primary output"
export IMPL_status="complete, no violations"
export IMPL_worst_setup_path_start_kind="input port"
export IMPL_grt_ovfl_total=0
export IMPL_path_cells="clkdlybuf4s50_1, nand3_1, or2_2, a21oi_1, clkdlybuf4s50_1"
export IMPL_top_logic_kind="multiplexers"
export IMPL_required_ns=3.44
export IMPL_period_used=0.798
export IMPL_drv_slew=0
export IMPL_fmax_mhz=292
export IMPL_yosys_stat_cells=134
export IMPL_htreeDepth=2
export IMPL_antenna_found_initial=0
export IMPL_cts_setup_buffers=0
export IMPL_syn_cell_area_um2=1550
export IMPL_fin_area_um2=2010
export IMPL_finalCriticalPeriod_ns=3.43
export IMPL_critPathMostFrequentCell="clkdlybuf4s50_1"
export IMPL_ys_sh_simple=0.149
export IMPL_tightest_slew_ns=0.798
export IMPL_cts_buffer_depth=2
export IMPL_critPathMaxFanout=9
export IMPL_max_stage_delay_ns=0.63
export IMPL_async_flop_share=1.00
export IMPL_ys_sh_aoi=0.110
export IMPL_power_leakage_uw=0.000856
export IMPL_area_delta_synth_final_pct=29.1
export IMPL_top_cells_by_count="dfrtp_1 (29), mux2_2 (22), o21ai_0 (12), nand2_1 (9)"
export IMPL_dp_hpwl_um=2360
export IMPL_cts_root_buffer="clkbuf_8"
export IMPL_postRouteAntennaNets=0
export IMPL_rsz0062_at_grt="false"
export IMPL_antenna_cells=0
export IMPL_die_height_um=114
export IMPL_clock_sinks=30
export IMPL_chip_area_um2=13000
export IMPL_ys_flops=30
export IMPL_num_vias=1065
export IMPL_syn_area_per_cell_um2=11.6
export IMPL_drt_wl_total_um=3180
export IMPL_ir_worst_vdd_v=0.000175
export IMPL_postSynthSeqShare=0.484
export IMPL_drc=0
export IMPL_grt_total_usage=0.0485
export IMPL_ctsResizeCount=0
export IMPL_top_cell_area_share=0.467
export IMPL_dr_pass1_iters=4
export IMPL_cp_top_family="buffers and inverters"
export IMPL_clk_pin_slew_ns=0.07
stage by stage:
step | setup WS [ns] | power (uW) | hold slack (ns) | util | instances
6_report | 0.870 | 536 | 0.497 | 0.231 | 271
4_1_cts | 0.864 | 545 | 0.498 | 0.231 | 271
5_1_grt | 0.768 | 561 | 0.513 | 0.231 | 271
2_1_floorplan | 1.90 | 299 | 0.451 | - | 134
3_3_place_gp | 0.880 | 315 | 0.469 | 0.221 | 263
3_5_place_dp | 0.863 | 315 | 0.479 | 0.221 | 263
routing by layer:
layer  up-vias  routed length, um  global-route usage
met5         -                  0                   0
met4         0                 95              0.0117
met3         7                126             0.00957
met2        19               1460              0.0763
met1       504               1500              0.0674
li1        535                  -                   -
cells in the final DEF, fill, tap and decap left out, types with 4 or more instances in the layout:
master	instances
clkbuf_8	5
inv_1	5
ha_1	5
dfrtp_1	29
nand3_1	5
mux2_2	22
o21ai_0	12
nand2b_1	5
clkdlybuf4s50_1	25
nand2_1	9
nor2b_1	4
worst reg2reg max path, delay by kind of cell (launching register included):
kind,cells,cell delay [ns]
fa+ha+maj,1,0.25
simple gates,3,0.76
flops,1,0.42
mux,1,0.39
compound gates,1,0.38
where the power goes:
| part | leakage, uW | switching [uW] | internal, uW | total (uW) |
|---|---|---|---|---|
| sequential | 0.000393 | 0.0945 | 283 | 283 |
| combinational | 0.000419 | 10.6 | 15.8 | 26.4 |
| clock | 0.0000441 | 114 | 113 | 227 |
| total | 0.000856 | 124 | 412 | 536 |
final cells by class:
class / count / area, um2
Tap cell: 108 / 135
Fill cell: 944 / 6670
Sequential cell: 30 / 752
Timing Repair Buffer: 26 / 258
Multi-Input combinational cell: 94 / 752
Inverter: 5 / 18.8
Clock buffer: 5 / 68.8
Clock inverter: 3 / 21.3
worst paths after layout:
kind	from	end	slack (ns)	cells after the start
worst max-delay path	cpha	done	0.87	5
worst min-delay path	tx_data_reg[0]$_DFFE_PP0P_	tx_data_reg[0]$_DFFE_PP0P_	0.50	1
worst max register to register	sclk_counter_reg[0]$_DFFE_PP0P_	tx_data_reg[7]$_DFFE_PP0P_	1.99	6
worst min register to register	tx_data_reg[0]$_DFFE_PP0P_	tx_data_reg[0]$_DFFE_PP0P_	0.50	1
max in group asynchronous	reset	state_reg[0]$_DFF_PP1_	3.04	3
min in group asynchronous	reset	rx_data_reg[2]$_DFFE_PP0P_	0.94	3
cell families after synthesis:
family,count (synthesis)
mux,25
buf+inv,10
fa+ha+maj,5
compound gates,26
xor+xnor,1
flops,30
simple gates,37
Power and IR drop assume default switching activity.
