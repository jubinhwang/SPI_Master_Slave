==> flow/design.v <==
`timescale 1ns / 1ps
module spi_slave (
    input  logic       clk,
    input  logic       reset,
    input  logic       sclk,
    input  logic       mosi,
    output logic       miso,
    input  logic       cs,
    output logic [7:0] si_data,    
    output logic       si_done,    
    input  logic [7:0] so_data,    
    input  logic       so_start,   
    output logic       so_ready    
);
    logic sclk_sync0, sclk_sync1;
    logic sclk_rising_edge, sclk_falling_edge;
    always_ff @(posedge clk, posedge reset) begin
        if (reset) begin
            sclk_sync0 <= 0;
            sclk_sync1 <= 0;
        end else begin
            sclk_sync0 <= sclk;
            sclk_sync1 <= sclk_sync0;
        end
    end
    assign sclk_rising_edge  = sclk_sync0 & ~(sclk_sync1);
    assign sclk_falling_edge = ~(sclk_sync0) & sclk_sync1;
    logic si_done_reg, si_done_next;
    logic [2:0] si_bit_cnt_reg, si_bit_cnt_next;
    logic [7:0] si_data_reg, si_data_next;
    assign si_data = si_data_reg;
    assign si_done = si_done_reg;
    typedef enum {
        SI_IDLE,
        SI_PHASE
    } si_state_e;
    si_state_e si_state, si_state_next;
    always_ff @(posedge clk, posedge reset) begin
        if (reset) begin
            si_state       <= SI_IDLE;
            si_bit_cnt_reg <= 0;
            si_data_reg    <= 0;
            si_done_reg    <= 0;
        end else begin
            si_state       <= si_state_next;
            si_bit_cnt_reg <= si_bit_cnt_next;
            si_data_reg    <= si_data_next;
            si_done_reg    <= si_done_next;
        end
    end
    always_comb begin
        si_state_next   = si_state;
        si_bit_cnt_next = si_bit_cnt_reg;
        si_data_next    = si_data_reg;
        si_done_next    = si_done_reg;
        case (si_state)
            SI_IDLE: begin
                si_done_next = 1'b0;
                if (!cs) begin
                    si_state_next   = SI_PHASE;
                    si_bit_cnt_next = 0;
                end
            end
            SI_PHASE: begin
                if (!cs) begin
                    if (sclk_rising_edge) begin
                        si_data_next = {si_data_reg[6:0], mosi};
                        if (si_bit_cnt_reg == 7) begin
                            si_bit_cnt_next = 0;
                            si_state_next   = SI_IDLE;
                            si_done_next    = 1'b1;
                        end else begin
                            si_bit_cnt_next = si_bit_cnt_reg + 1;
                        end
                    end
                end else begin
                    si_state_next = SI_IDLE;
                end
            end
        endcase
    end
    logic [2:0] so_bit_cnt_reg, so_bit_cnt_next;
    logic [7:0] so_data_reg, so_data_next;
    assign miso = cs ? 1'hz : so_data_reg[7];
    typedef enum {
        SO_IDLE,
        SO_PHASE
    } so_state_e;
    so_state_e so_state, so_state_next;
    always_ff @(posedge clk, posedge reset) begin
        if (reset) begin
            so_state       <= SO_IDLE;
            so_bit_cnt_reg <= 0;
            so_data_reg    <= 0;
        end else begin
            so_state       <= so_state_next;
            so_bit_cnt_reg <= so_bit_cnt_next;
            so_data_reg    <= so_data_next;
        end
    end
    always_comb begin
        so_state_next   = so_state;
        so_bit_cnt_next = so_bit_cnt_reg;
        so_data_next    = so_data_reg;
        so_ready        = 1'b0;
        case (so_state)
            SO_IDLE: begin
                so_ready = 1'b0;
                if (!cs) begin
                    so_ready = 1'b1;
                    if (so_start) begin
                        so_state_next   = SO_PHASE;
                        so_data_next    = so_data;
                        so_bit_cnt_next = 0;
                    end
                end
            end
            SO_PHASE: begin
                if (!cs) begin
                    so_ready = 1'b0;
                    if (sclk_falling_edge) begin
                        so_data_next = {so_data_reg[6:0], 1'b0};
                        if (so_bit_cnt_reg == 7) begin
                            so_bit_cnt_next = 0;
                            so_state_next   = SO_IDLE;
                        end else begin
                            so_bit_cnt_next = so_bit_cnt_reg + 1;
                        end
                    end
                end else begin
                    so_state_next = SO_IDLE;
                end
            end
        endcase
    end
endmodule
==> flow/run.sh <==
#!/bin/bash
# OpenROAD 26Q1-2900-gdf79404cd8, Yosys 0.63+post, stock flow scripts
make -C /OpenROAD-flow-scripts/flow DESIGN_CONFIG=/design/flow/config.mk WORK_HOME=/design/flow/orfs finish
==> flow/config.mk <==
export PLATFORM = sky130hd
export DESIGN_NAME = spi_slave
export DESIGN_NICKNAME = spi_slave
export VERILOG_FILES = /design/flow/design.v
export SDC_FILE = /design/flow/constraint.sdc
export NUM_CORES = 4
export LEC_CHECK = 1
export CORE_AREA = 10 10 102 102
export DIE_AREA = 0 0 112 112
==> flow/constraint.sdc <==
current_design spi_slave

set clk_period 2.7
set clk_io_pct 0.2

create_clock -name clk0 -period $clk_period [get_ports {clk}]

set non_clock_inputs [all_inputs -no_clocks]
set_input_delay [expr $clk_period * $clk_io_pct] -clock clk0 $non_clock_inputs
set_output_delay [expr $clk_period * $clk_io_pct] -clock clk0 [all_outputs]
==> impl_metrics.yaml <==
# generated from flow reports
die:
  fp_util: 0.1613
  num_rows: 33
  core_sq_um: 8217
  die.size.y_um: 112
  die_w_um: 112
  pin_count: 25
  die_area_sq_um: 12540
synthesis:
  topCellsByArea: "dfrtp_1 51%, mux2_2 13%, mux2_4 7.9%"
  synth.distinct_cells: 25
  most_common_cell: "dfrtp_1"
  avgSynthCellArea_sq_um: 14.10
  top_cells_by_count: "27 x dfrtp_1, 15 x mux2_2, 7 x mux2_4, 6 x a32o_1"
  synth_flops: 29
  ys_cells: 94
  synth-edff-count: 0
  top_area_cell: "dfrtp_1"
  synthArstFlopShare: 1.000
  ys_area_sq_um: 1325
  synth_warnings: 2
  ys_seq_frac: 0.5496
  synth_area_sq_um: 1325
  netlist_instances: 94
  yosys_most_used_dff: "dfrtp_1"
  synth_top_area_share: 0.5099
cts:
  cts_buffer_depth: 2
  cts_tree: "yes"
  clk_pin_slew_ns: 0.06
  cts_resized: 0
  cts_buffers: 5
  cts-root-buf: "clkbuf_8"
  ctsHoldBuffers: 0
  cts_setup_buffers: 0
  insertion_delay_ns: 0.27
  cts_sinks: 29
  htree_levels: 2
timing:
  tightest_slew_ns: 0.5343
  setup_violations: 0
  hold_ws_ns: 0.4454
  fin_skew_ns: 0.006396
  finalHoldViolCount: 0
  rsz0062_at_grt: "false"
  max_freq_mhz: 434.5
  max_slew_margin: 0.6438
  setup_tns_ns: 0
  fin_crit_ns: 2.301
  timing.final.crit_share: 0.8524
  slew_violations: 0
route:
  wl_per_cell_um: 11.83
  via_per_inst: 3.522
  num_antenna_cells: 0
  via_count: 803
  drt_iter0_drc: 12
  firstDrtPassIters: 3
  ant_nets: 0
  drcViolationCount: 0
  drt_wl_total_um: 2698
placement:
  port_buffers: 24
  dp_hpwl_um: 1989
  gp_congestion: 0.7149
final_layout:
  layout-drive-gt1-share: 0.2602
  area_growth_pct: 32.48
critical_path:
  cp.arrival_ns: 1.76
  crit_fanout: 6
  crit_chain: "clkdlybuf4s50_1 > nor2b_1 > clkdlybuf4s50_1"
  path_buffers: 2
  crit_family: "buffers and inverters"
  setup.worst_path.end_class: "output pin"
  critPathLaunchType: "primary input"
  cpMostUsedCell: "clkdlybuf4s50_1"
  cp_slowest_cell: "clkdlybuf4s50_1"
  slowest_delay_ns: 0.51
  path_class: "primary input to output pin"
  critPathRequiredTime_ns: 2.16
global_routing:
  grt_pass1_vias: 874
  antenna_found_initial: 0
  grt_pass1_wl_um: 4498
  track_usage: 0.04315
  overflow: 0
  grt_max_degree: 30
flow_run:
  cap_viol_max_count: 0
  warnings: 25
pwr:
  ir_drop_uv: 151.3
  power_density_nw_per_um2: 654.7
  cellLeakagePower_nw: 0.7702
hold_path:
  hold_class: "register to register"
status:
  status: "complete, no violations"
-- layout make-up --
type	instances	area, sq um
clock buffer	8	90.09
sequential	29	728.2
fill	863	6461
multi-input combinational	56	539.3
timing repair buffer	25	247.7
tap	105	131.4
inverter	5	18.77
-- per-stage QoR --
| step | setup slack [ns] | total power [mW] | util | instance area (sq um) | cells |
|---|---|---|---|---|---|
| 2_1_floorplan | 1.157 | 0.6879 | - | 1325 | 94 |
| 3_3_place_gp | 0.4223 | 0.8037 | 0.2027 | 1665 | 220 |
| 3_5_place_dp | 0.4435 | 0.8078 | 0.2027 | 1665 | 220 |
| 5_1_grt | 0.3400 | 1.221 | 0.2136 | 1755 | 228 |
| 6_report | 0.3987 | 1.149 | 0.2136 | 1755 | 228 |
| 4_1_cts | 0.4124 | 1.173 | 0.2136 | 1755 | 228 |
-- cells by family after synthesis --
kind of cell / count (synthesis) / synth area share
flip-flops: 29 / 0.5496
AND/OR/NAND/NOR: 18 / 0.08027
multiplexers: 23 / 0.2144
adder cells (fa/ha/maj): 4 / 0.03777
buffers and inverters: 9 / 0.04343
AND-OR/OR-AND: 11 / 0.07460
-- routing by layer --
metal / wire [um] / vias to the layer above / track usage
li1: - / 396 / -
met1: 1317 / 385 / 0.05867
met2: 1159 / 18 / 0.06294
met3: 185 / 4 / 0.01954
met4: 35 / 0 / 0.006768
met5: 0 / - / 0
-- cell usage in the layout (no fill, tap or decap), drive strengths merged --
| cell type | instances |
|---|---|
| a22oi | 1 |
| a32o | 6 |
| a41oi | 1 |
| and2 | 1 |
| and2b | 1 |
| and3b | 1 |
| and4bb | 1 |
| buf | 1 |
| clkbuf | 8 |
| clkdlybuf4s50 | 24 |
| dfrtp | 27 |
| dfstp | 2 |
| ha | 4 |
| inv | 5 |
| mux2 | 22 |
| mux2i | 1 |
| nand2 | 5 |
| nand2b | 1 |
| nand3b | 1 |
| nor2 | 4 |
| nor2b | 1 |
| nor3b | 2 |
| o211a | 1 |
| o211ai | 1 |
| o21ai | 1 |
-- path summary, 6_finish.rpt --
kind / start / endpoint / slack, ns / depth (start not counted)
worst max register to register: so_state[1] / so_data_reg[5] / 0.87 / 3
worst max-delay path: cs / so_ready / 0.40 / 3
worst min register to register: sclk_sync0 / sclk_sync1 / 0.45 / 0
worst min-delay path: sclk_sync0 / sclk_sync1 / 0.45 / 0
max in group asynchronous: reset / si_state[0] / 1.73 / 3
min in group asynchronous: reset / si_data_reg[7] / 0.64 / 3
-- power by group --
group	switching [mW]	internal [mW]
sequential	0.0502	0.513
clock	0.150	0.207
combinational	0.0587	0.170
total	0.258	0.891
No activity file was given, so power comes from the tool's default toggle rates.
